===== flow/design.v =====
`timescale 1ns / 1ps
module regfile(
input logic clk,
input logic [4:0] ra1, ra2, wa,
input logic we,
input logic [31:0] wd,
output logic [31:0] rd1, rd2
    );
    logic [31:0] x[31:0];
    assign rd1 = (ra1 == 0)? 32'd0 : x[ra1];
    assign rd2 = (ra2 == 0)? 32'd0 : x[ra2];
    always@(posedge clk) begin
    if((we && wa) != 0) begin 
    x[wa] <= wd;
    end
    end
endmodule

===== flow/run.sh =====
#!/bin/bash
# OpenROAD 26Q1-2900-gdf79404cd8, Yosys 0.63+post, stock flow scripts
make -C /OpenROAD-flow-scripts/flow DESIGN_CONFIG=/design/flow/config.mk WORK_HOME=/design/flow/orfs finish

===== flow/config.mk =====
export PLATFORM = sky130hd
export DESIGN_NAME = regfile
export DESIGN_NICKNAME = regfile
export VERILOG_FILES = /design/flow/design.v
export SDC_FILE = /design/flow/constraint.sdc
export NUM_CORES = 4
export LEC_CHECK = 1
export CORE_UTILIZATION = 30

===== flow/constraint.sdc =====
current_design regfile

set clk_period 5.9
set clk_io_pct 0.2

create_clock -name clk0 -period $clk_period [get_ports {clk}]

set non_clock_inputs [all_inputs -no_clocks]
set_input_delay [expr $clk_period * $clk_io_pct] -clock clk0 $non_clock_inputs
set_output_delay [expr $clk_period * $clk_io_pct] -clock clk0 [all_outputs]

==> results.py <==
# Physical implementation metrics
metrics = {
    "outcome": {
        "status": "finished clean",
    },
    "die": {
        "rows": 146,
        "die_y_um": 401.6,
        "chipArea_um2": 161300,
        "fp_util_pct": 30.25,
        "core-area_um2": 158400,
        "die_width_um": 401.6,
        "ios": 113,
    },
    "detailed_routing": {
        "first_pass_iters": 6,
        "ant_nets": 0,
        "wirelength_mm": 153.6,
        "wl_per_cell_um": 31.10,
        "vias_per_cell": 5.622,
        "drcViolationCount": 0,
        "drt_iter0_drc": 1747,
        "via_count": 27768,
    },
    "yosys": {
        "yosysWarningCount": 1,
        "synthArstFlopShare_pct": 0,
        "yosysUniqueCellTypes": 39,
        "ys.flop_type": "edfxtp_1",
        "yosys-top-cells-area": "edfxtp_1, mux4_2, mux2i_1",
        "ys_cells": 2564,
        "ys_ff": 1024,
        "avgSynthCellArea_um2": 18.68,
        "syn-instance-count": 2564,
        "yosysTopAreaCellShare_pct": 64.19,
        "synth_area_um2": 47900,
        "synth-edff-count": 1024,
        "yosys_area_um2": 47900,
        "top_area_cell": "edfxtp_1",
        "seq_area_frac_synth_pct": 64.19,
    },
    "worst_hold_path": {
        "min_path_cells": 2,
        "hp-class": "primary input to flip-flop",
        "hold_start": "wd[22]",
        "min_to": "x[12][22]",
    },
    "layout": {
        "drive_gt1_share_pct": 28.26,
        "finish.utilization_pct": 35.31,
        "syn_to_final_growth_pct": 16.75,
        "top_regs": "x: 1024 flops",
        "final_cells": 4939,
        "largest_reg_flops": 1024,
        "largest-register": "x",
        "fill_cells": 14398,
    },
    "placement": {
        "dp_slack_ns": 0.6755,
        "finalWeightedCongestion": 0.9052,
        "hpwl_mm": 90.78,
        "io_buffer_count": 112,
        "dp.cells": 4748,
    },
    "cts": {
        "cts_root_buf": "clkbuf_16",
        "postCtsSetupBuffers": 0,
        "clkTransAtPathRegs_ns": 0.06,
        "cts_made_buffers": 101,
        "ctsHoldBuffers": 0,
        "cts_resized": 0,
        "clock-sinks": 1024,
        "htreeDepth": 3,
        "tritoncts": "built",
        "clk_path_buf_depth": 3,
    },
    "power_and_ir_drop": {
        "p_per_area_nw_per_um2": 290.7,
        "p_leak_nw": 18.00,
        "ir_drop_v": 0.0002406,
    },
    "setup_path": {
        "critPathMaxFanout": 43,
        "critPathLaunchType": "primary input",
        "critPathRequiredTime_ns": 4.72,
        "end_kind": "primary output",
        "cp.arrival_ns": 3.97,
        "crit_type": "primary input to primary output",
    },
    "sta": {
        "hold_viol_final": 0,
        "finalWorstSetupSlack_ns": 0.7520,
        "rsz0062_at_grt": "no",
        "fin_crit_sh_pct": 87.25,
        "worst_slew_pin_slew_ns": 0.9101,
        "setup_tns_ns": 0,
        "fin_crit_ns": 5.148,
        "setup_viol": 0,
        "whs_ns": 1.285,
        "relSlewSlack_pct": 39.33,
        "drv_slew": 0,
        "timing.fmax_ghz": 0.1943,
    },
    "grt": {
        "gr-usage-met2_pct": 30.19,
        "met1_usage_pct": 21.72,
        "gr-usage-all-layers_pct": 20.26,
        "grt_pass1_vias": 30677,
        "grt_max_degree": 73,
        "antenna_found_initial": 5,
        "globalRouteMet3Util_pct": 16.68,
        "busiest_layer": "met2",
        "grt_pass1_wl_mm": 217.5,
        "grt_remaining_overflow": 0,
    },
    "job": {
        "warnings": 26,
        "maxCapViolCount": 0,
    },
}
placed cells by master, fill, tap and decap left out, types with 25 or more instances in the layout:
| master | instances |
|---|---|
| nor2_4 | 33 |
| edfxtp_1 | 1024 |
| a221oi_1 | 38 |
| buf_4 | 160 |
| nor2b_1 | 32 |
| a211oi_1 | 53 |
| a21oi_1 | 32 |
| a311oi_1 | 32 |
| clkdlybuf4s50_1 | 102 |
| mux4_1 | 36 |
| nand4_1 | 32 |
| o21ai_0 | 50 |
| buf_12 | 25 |
| mux2_2 | 64 |
| clkbuf_16 | 102 |
| mux2i_1 | 320 |
| nand2_1 | 85 |
| conb_1 | 32 |
| mux4_2 | 316 |
| a22oi_1 | 64 |
| o221ai_1 | 64 |
critical path, stage by stage:
cell	delay (ns)
buf_8	0.40
nor2_4	0.17
buf_12	0.24
a221oi_1	0.38
o21ai_0	0.19
a311oi_1	0.61
clkdlybuf4s50_1	0.71
worst max-delay path by stage:
stage | startpoint | to | slack (ns) | depth (start not counted)
CTS | ra1[1] | rd1[21] | 0.67 | 7
global route | ra2[0] | rd2[11] | 0.44 | 9
finish | ra1[1] | rd1[27] | 0.75 | 7
synth_stat cells (36+ instances only):
library cell     n
a22oi_1         64
a211oi_1        53
a221oi_1        38
nor2_1          36
buf_4           53
buf_2           50
mux2i_1        320
o221ai_1        64
mux4_2         316
mux4_1          36
edfxtp_1      1024
mux2_2          64
nor2b_1         37
o21ai_0         50
nand2_1         85
clkbuf_1        98
layout make-up:
class | count | area [µm²] | area share (%)
Sequential cell | 1024 | 30750 | 54.98
Inverter | 2 | 10.01 | 0.01790
Clock buffer | 118 | 2613 | 4.671
Antenna cell | 1 | 2.502 | 0.004474
Tap cell | 2072 | 2592 | 4.635
Clock inverter | 72 | 739.5 | 1.322
Multi-Input combinational cell | 1354 | 16400 | 29.33
Timing Repair Buffer | 296 | 2820 | 5.043
routing by layer:
layer / wire length [µm] / vias up
met5: 425 / -
met4: 5139 / 18
met3: 28420 / 304
met2: 71270 / 2006
met1: 48370 / 13982
li1: - / 11458
cells by family after synthesis:
| logic type | synth area share (%) |
|---|---|
| buffers and inverters | 2.445 |
| AND/OR/NAND/NOR | 2.184 |
| other | 0.007828 |
| flip-flops | 64.19 |
| AND-OR/OR-AND | 6.154 |
| multiplexers | 25.02 |
report_power, final:
| group | internal [mW] | leakage, nW | switching (mW) |
|---|---|---|---|
| combinational | 0.664 | 7.11 | 0.860 |
| clock | 3.75 | 1.63 | 2.83 |
| sequential | 8.11 | 9.25 | 0.0432 |
| total | 12.5 | 18.0 | 3.73 |
through the flow:
step                      area, µm²  power (mW)
after global placement        52570       9.837
after global routing          55930       16.69
after detailed placement      52570       9.837
after floorplan               48020       9.120
after CTS                     55930       16.37
final                         55930       16.26
No activity file was given, so power comes from the tool's default toggle rates.
