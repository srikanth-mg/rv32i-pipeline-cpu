==> ./design.v <==
`timescale 1ns / 1ps
module alu(
input logic [31:0] rs1_data,rs2_data,
input logic [3:0] alu_ctrl,
output logic [31:0] rd
    );
    always_comb begin
    rd = 32'd0;
    unique case (alu_ctrl)
      4'b0000: begin rd = rs1_data + rs2_data;  end                          
      4'b1000: begin rd = rs1_data - rs2_data;   end                         
      4'b0111: begin rd = rs1_data & rs2_data;    end                        
      4'b0110: begin rd = rs1_data | rs2_data;    end                        
      4'b0010: begin rd = ($signed(rs1_data) < $signed(rs2_data)) ? 32'd1 : 32'd0; end  
      default: begin rd = 32'd0; end
    endcase
  end
endmodule
==> ./run.sh <==
#!/bin/bash
# OpenROAD 26Q1-2900-gdf79404cd8, Yosys 0.63+post, stock flow scripts
make -C /OpenROAD-flow-scripts/flow DESIGN_CONFIG=/design/flow/config.mk WORK_HOME=/design/flow/orfs finish
==> ./config.mk <==
export PLATFORM = sky130hd
export DESIGN_NAME = alu
export DESIGN_NICKNAME = alu
export VERILOG_FILES = /design/flow/design.v
export SDC_FILE = /design/flow/constraint.sdc
export NUM_CORES = 4
export LEC_CHECK = 1
export CORE_UTILIZATION = 30
==> ./constraint.sdc <==
current_design alu

set clk_period 26.8
set clk_io_pct 0.2

create_clock -name clk0 -period $clk_period

set non_clock_inputs [all_inputs -no_clocks]
set_input_delay [expr $clk_period * $clk_io_pct] -clock clk0 $non_clock_inputs
set_output_delay [expr $clk_period * $clk_io_pct] -clock clk0 [all_outputs]
==> results.cfg <==
; generated from flow reports
[synthesis]
synth_stat.cells = 663
netlist_instances = 663
syn_area_mm2 = 0.00456
netlist-cell-type-count = 74
synth_area_per_cell_um2 = 6.87
synth_seq_share_pct = 0
top_cell = ha_1
topCellsByArea = ha_1 28%, inv_1 7.7%, a21oi_1 6.3%, o221ai_1 5.8%, nand2_1 4.9%
top_cells_by_count = 103 x ha_1, 94 x inv_1, 60 x nand2_1
top_area_cell = ha_1
yosysChipArea_mm2 = 0.00456
ys.warnings.count = 1
yosys.area.top_type_share_pct = 28.3

[cells_and_area]
design_area_mm2 = 0.00557
drive_above_1_share_pct = 3.16
areaGrowthSynthToFinish_pct = 22.3
clock_buffers = 0
final_util_pct = 37.9
flops = 0
seq_area_um2 = 0

[global_route]
grt_pass1_wl_um = 22200
antenna_found_initial = 0
gr-usage-all-layers_pct = 17.1
grt_max_degree = 57
overflow = 0
grt_pass1_vias = 4445

[placed_design]
place_area_mm2 = 0.00557
finalWeightedCongestion = 0.897
port_buffers = 100
hpwl_um = 10800

[timing]
rsz0062_at_grt = no
slew_headroom_pct = 55.8
final-setup-viol-count = 0
hold_violations = 0
drv_slew = 0
tightest_slew_ps = 661
fmaxAchievable_ghz = 0.0675
finalSetupTns_ps = 0
hold_slack_ps = 11890
finalClockPeriodUsage_pct = 55.3
finalCriticalPeriod_ps = 14820

[floorplanning]
fp_util_pct = 31.0
io_pins = 100
dieHeight_um = 125
dieWidth_um = 125
rows = 44
die_area_mm2 = 0.0157
core_mm2 = 0.0147

[cts]
cts_hold_buffers = 0
cts_resized = 0
post_cts_buffers = 0

[detailed_routing]
wl_per_cell_um = 14.7
wirelength_um = 13400
dr.pass1.iters = 17
dr_total_vias = 4702
drc = 0
ant_nets = 0
viasPerCell = 5.15
drt_iter0_markers = 302
n_antenna_cell = 0

[worst_setup_path]
slowest_delay_ps = 590
end_kind = primary output
crit_required_ps = 21440
slowest_stage = or4_4
cp-start-kind = primary input
crit_family = AND-OR/OR-AND gates
critical_path_buf_inv_count = 3
cp_cell_sequence = clkdlybuf4s50_1 -> inv_1 -> ha_1 -> or4_4 -> a2111oi_4 -> a31oi_1 -> a311o_1 -> o2111ai_1 -> a31oi_1 -> nor4_2 -> a2bb2oi_1 -> xor2_1 -> o221ai_1 -> clkdlybuf4s50_1
crit_fanout = 10
critPathKind = in2out
critPathArrivalTime_ps = 9460

[power]
pwr_density_cell_mw_per_mm2 = 18.6
internal_power_mw = 0.0480
clkPwrFrac_pct = 0
switching_power_mw = 0.0554
total_power_mw = 0.103
p_leak_nw = 2.56
ir_worst_vdd_mv = 0.00719
p_seq_share_pct = 0
pwr-share-comb_pct = 100.0
switching_share_pct = 53.6

[flow_run]
warning_count = 103
cap_violations = 0

[status]
status = complete, no violations

[hold_path]
min-delay-path-class = in2out
worst min-delay path: stages:
cell and delay [ps]:
clkdlybuf4s50_1 420, inv_1 80, ha_1 140, o221ai_1 120, clkdlybuf4s50_1 410
layout make-up:
cell class                      count  area, um^2
Timing Repair Buffer              104        1030
Multi-Input combinational cell    531        3960
Fill cell                        1557        9130
Tap cell                          184         230
Inverter                           94         353
cells in the final DEF, fill, tap and decap left out, drive strengths merged, types with 3 or more instances in the layout:
cell           Yosys  final
ha               103    103
clkdlybuf4s50      0    100
inv               94     94
nand2             61     61
a21oi             57     57
nor2              56     56
o21ai             38     38
o221ai            30     30
xnor2             21     21
a21o              11     11
nor2b              9      9
xor2               9      9
a211oi             8      8
o211ai             7      7
o21bai             7      7
a31oi              7      7
o21a               7      7
nand4              6      6
nor3               6      6
nor4               6      6
nand2b             5      5
nand3              5      5
o31ai              5      5
or3                5      5
or2                4      4
buf                8      4
o2111ai            4      4
and3               4      4
a311oi             3      3
o41ai              3      3
a311o              3      3
o311ai             3      3
or4                3      3
per-stage QoR:
step,setup WS [ps],instances
floorplan,13420,663
finish,11980,913
CTS,11970,913
global placement,12040,913
detailed placement,12010,913
global route,11670,913
power by group through the flow:
stage / registers, mW / clock network, mW / logic [mW]
final: 0 / 0 / 0.103
after global routing: 0 / 0 / 0.115
after CTS: 0 / 0 / 0.103
kinds of logic after synthesis:
logic type,share of synthesized area (%)
buffers and inverters,13.1
and+or+nand+nor,18.0
adders and majority gates,29.2
xor gates and xnor gates,5.77
AOI/OAI and AO/OA,33.5
muxes,0.439
final timing paths:
| path | start | to | slack, ps | depth (start not counted) |
|---|---|---|---|---|
| min | rs2_data[8] | rd[8] | 11890 | 5 |
| max | rs1_data[7] | rd[29] | 11980 | 14 |
routing by layer:
metal / up-vias / wire (um) / global-route usage, % / share of wire, %
met4: 0 / 143 / 2.51 / 1.1
met1: 2105 / 6690 / 26.1 / 50
li1: 2466 / - / - / -
met2: 123 / 5820 / 26.7 / 43
met3: 8 / 725 / 1.53 / 5.4
met5: - / 0 / 0 / 0
Power and IR drop assume default switching activity.
