File: run.sh
#!/bin/bash
# OpenROAD 26Q1-2900-gdf79404cd8, Yosys 0.63+post, stock flow scripts
make -C /OpenROAD-flow-scripts/flow DESIGN_CONFIG=/design/flow/config.mk WORK_HOME=/design/flow/orfs finish
File: config.mk
export PLATFORM = sky130hd
export DESIGN_NAME = data_mem
export DESIGN_NICKNAME = data_mem
export VERILOG_FILES = /design/flow/design.v
export SDC_FILE = /design/flow/constraint.sdc
export NUM_CORES = 4
export LEC_CHECK = 1
export CORE_UTILIZATION = 30
export SYNTH_MEMORY_MAX_BITS = 65536
File: design.v
`timescale 1ns / 1ps
module data_mem(
  input  logic        clk,
  input  logic [31:2] addr,     
  input  logic        we,
  input  logic [31:0] wd,
  output logic [31:0] rd
);
  logic [31:0] mem [0:255];
  always_ff @(posedge clk) begin
    if (we) mem[addr] <= wd;  
  end
  assign rd = mem[addr];   
endmodule
File: constraint.sdc
current_design data_mem

set clk_period 70.2
set clk_io_pct 0.2

create_clock -name clk0 -period $clk_period [get_ports {clk}]

set non_clock_inputs [all_inputs -no_clocks]
set_input_delay [expr $clk_period * $clk_io_pct] -clock clk0 $non_clock_inputs
set_output_delay [expr $clk_period * $clk_io_pct] -clock clk0 [all_outputs]
==> reports/writeup.txt <==
The flow ran to the end, and the final reports show no timing, DRC or antenna violations. For the peak clock frequency supported by timing, the log shows 0.0276 GHz. The summed standard-cell area reported by yosys came out at 308,000 um^2. The total clock buffers created by CTS came out at 810. The initial antenna violation count was 41. The first detailed-routing pass took 5 iterations.

The tools report the buffer count from post-CTS setup fixing as 0. STA classifies the critical path endpoint as an output port. The register bit count reported by yosys works out to 8,192.

The die is 1020 um wide. The logs give 0 for the number of nets with antenna violations after detailed routing and 0.169 for the global-route usage over all layers. The power density normalized to cell area was 28.0 nW/um^2. The run gives 29.2 uV for the worst voltage drop across the vdd grid.

With the share of synthesized area occupied by flip-flops and latches at 0.798, the number of cell rows is 372. Across the run, the number of max-cap violations was 0. In this run the worst path has a maximum fanout of 89. For the routed via count, the log shows 143,840. Hold repair after CTS inserted 0 buffers.

The run gives 0 as the quantity of gates resized following cts. At the worst endpoint, the required time is 56.16 ns. The final timing report derives a shortest allowable period of 36.24 ns. The end-of-flow timing check tallies setup violations at 0. After detailed routing, the number of vias per cell comes to 5.07.

The number of unique standard cell types used by synthesis was 21. Hold analysis lists the worst path endpoint as mem[121][27]$_DFFE_PP_. Counting endpoints that fail hold in the final report gives 0. The synth_stat.txt file lists the number of cells as 13,055. The overall die height is 1020 um.

The floorplan report gives the top-level pin count as 96. The core utilization of the finished layout was 0.349. The H-tree was split into 6 levels. The tools report the clock tree root driver cell as clkbuf_16. Class of the tightest hold or removal check: in2reg. The run gives 0.06 ns for the clock transition time at the flip-flop clock pins of the worst setup and hold paths. The run gives 0.298 for the ratio of cells with drive above 1 in the final layout.

The run gives 0 for the final number of max-transition violations. The first global-routing pass estimated 1,160,000 um of wire. By instance count after routing, the leading logic cell types are edfxtp_1, mux4_2, a22oi_1.

The flip-flop count of the largest register, all copies and words added came out at 8,192. Per the cell usage report, the commonest logic cell in the layout is edfxtp_1. Startpoint-to-endpoint class of the critical path: in2out. During placement, the flow inserted port buffers numbering 73. The run gives 8,192 for the total clock sinks. The routed wire length is 819,000 um.

Counting along the longest clock path gives a buffer depth of 4. The largest delay contributor family on the critical path was buffers and inverters. For the max-slew headroom at the worst pin, the log shows 0.169.

The total overflow left after global routing is 0. The arrival time of data at the worst endpoint is listed as 22.20 ns. TritonCTS built the clock tree. Cell with the biggest individual delay on the critical path: o41ai_2. Ranked by flip-flop count, first place goes to mem.

Leakage power total: 107 nW. The timing report shows the most common cell along the critical path to be buf_4. Setup total negative slack on the finished layout was measured at 0 ns. After legalization and detailed placement, the total HPWL measured 462,000 um.

The synthesized netlist occupies a cell area of 308,000 um^2. The initial DRC count is 9,773. Setup repair after global routing left no endpoint under its margin.

With the layout-stage area growth over the synthesis result at 16.1%, the cell depth of the worst min-delay path is 1. The synthesized netlist handed to floorplanning was reported with a cell count of 13,055. For the initial core utilization, the log shows 0.301. The run gives 1,030,000 um^2 as the area of the chip. The largest registers in the layout are mem: 8192 flops. The run gives 11 for the buffer and inverter count on the worst path. Number of global-route vias before repair: 161,628.

For the worst min-delay path, the startpoint reported by OpenROAD is wd[27]. Per STA, the worst path is made up of buf_16, buf_4, buf_4, buf_4, buf_4, buf_4, buf_4, buf_4, mux4_2, a22oi_1, a21oi_1, o41ai_2, buf_4, nand4_1, buf_4, clkdlybuf4s50_1. Per the post-synthesis stats, the area per cell is 23.6 um^2. The tool warning count is 54.

Entering global routing, the biggest net connects 117 pins. The worst setup path is launched from an input pin. After floorplanning, the core was sized to cover 1,030,000 um^2.

The critical path's largest stage delay came out at 0.80 ns. The routed wirelength normalized by instance count was 28.9 um. The tools report the number of warning messages in the yosys log as 1.

TritonRoute reported its final design rule violation total as 0. The pin closest to its max-slew limit shows a slew of 1.25 ns. The final weighted congestion recorded by global placement is 0.899. Share of the clock period used by the worst path after layout: 0.516.
routing by layer:
layer,share of wire,global-route usage,up-vias
met1,0.29,0.163,73310
met5,0.0023,0.0164,-
li1,-,-,58812
met4,0.055,0.0730,24
met3,0.19,0.146,1503
met2,0.47,0.252,10191
how the worst max path moves through the flow:
stage         slack [ns]  cells past startpoint    start      to
CTS                33.74                     16  addr[3]  rd[17]
global route       33.51                     16  addr[3]  rd[17]
finish             33.96                     16  addr[3]  rd[17]
final cells by class:
type | count | area, um^2
clock buffer | 1004 | 21100
fill | 92303 | 668000
sequential | 8192 | 246000
multi-input combinational | 4066 | 61800
tap | 13651 | 17100
timing repair buffer | 896 | 7330
inverter | 1 | 3.75
clock inverter | 487 | 4430
antenna | 60 | 150
where the power goes:
group / internal [mW] / switching [mW]
Combinational: 0.160 / 0.314
Clock: 2.31 / 1.84
Sequential: 5.39 / 0.00210
Total: 7.87 / 2.16
through the flow:
step	total power [mW]	cells	cell area (um^2)	hold WS (ns)	setup slack (ns)
3_5_place_dp	5.98	26806	332000	14.45	33.77
2_1_floorplan	5.72	13055	308000	14.14	40.26
3_3_place_gp	5.97	26806	332000	14.44	33.73
5_1_grt	10.3	28347	358000	13.22	33.51
6_report	10.0	28357	358000	13.27	33.96
4_1_cts	10.1	28297	358000	13.18	33.74
cells by family after synthesis:
kind of cell | Yosys count | synth area share
flops | 8192 | 0.798
mux | 2048 | 0.150
compound gates | 1664 | 0.0369
buf+inv | 797 | 0.0109
simple gates | 354 | 0.00490
synth_stat cells, drive strengths merged:
master | n | share of area
a21oi | 512 | 0.0083
a22oi | 1024 | 0.025
and2 | 3 | 0.000061
buf | 298 | 0.0048
clkbuf | 498 | 0.0061
edfxtp | 8192 | 0.80
inv | 1 | 0.000012
mux4 | 2048 | 0.15
nand2 | 28 | 0.00034
nand2b | 6 | 0.00012
nand3 | 13 | 0.00021
nand4 | 32 | 0.00065
nor2 | 232 | 0.0028
nor2b | 7 | 0.00014
nor3 | 30 | 0.00049
o41ai | 128 | 0.0036
or2 | 2 | 0.000041
or3 | 1 | 0.000020
Power is estimated from default activity; no workload was simulated.
